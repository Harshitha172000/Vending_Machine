===== flow/design.v =====
`timescale 1ns / 1ps
module vm( input wire clk, input reset,
 input [1:0]coin, output reg [2:0]out, output reg [1:0]change, input [2:0] choice);
 localparam idle=0;
 localparam coffee=1;
 localparam snacks=2;
 localparam water=3;
 localparam wait_coffee=4;
 localparam wait1_snack=5;
 localparam wait2_snack=6;
 localparam cooldrinks=7;
 localparam wait_cooldrinks=8;
 reg [2:0] state;
 always@(posedge clk) begin
 if (reset) begin
 state<=idle;
 out<=3'b000;
 change<=0;
 end
 else begin
 case(state)
 idle: if (choice==1)begin
       state<=coffee;
       out<=3'b00;
       change<=0;
       end
       else if(choice==2)begin
       state<=snacks;
       out<=3'b000;
       change<=0;
       end
       else if(choice==3)begin
       state<=water;
       out<=3'b000;
       change<=0;
       end
       else if (choice==4)begin
       state<=cooldrinks;
       out<=3'b000;
       change<=0;
       end
       else begin
       state<=idle;
       out<=3'b000;
       change<=0;
       end
 coffee:if (coin==1)begin
        state<=wait_coffee;
        out<=3'b000;
        change<=0;
        end
        else if (coin==2)begin
        out<=3'b001;
        change<=0;
        state<=idle;
        end
        else if (coin==3) begin
        out<=3'b001;
        change<=2'd1;
        state<=idle;
        end
        else begin
        state<=idle;
        end
 wait_coffee: if (coin==1) begin
              out<=3'b001;
              change<=0;
              state<=idle;
              end
              else if (coin==2) begin
              out<=3'b001;
              change<=2'd1;
              state<=idle;
              end
              else if (coin==3) begin
              out<=3'b001;
              change<=2'd2;
              state<=idle;
              end
              else
              state<=idle;
  snacks:if (coin==1)begin
         state<=wait1_snack;
         out<=3'b000;
         change<=0;
         end
         else if (coin==2)begin
         out<=3'b000;
         change<=0;
         state<=wait2_snack;
         end
         else if (coin==3)begin
         out<=3'b010;
         change<=0;
         state<=idle;
         end
         else begin
         state<=idle;
         end
 wait1_snack: if (coin==1) begin
              state<=wait2_snack;
              out<=3'b000;
              change<=0;
              end
              else if (coin==2) begin
              out<=3'b010;
              change<=0;
              state<=idle;
              end
              else if (coin==3) begin
              out<=3'b010;
              change<=2'd1;
              state<=idle;
              end
              else begin
              state<=idle;
              end
 wait2_snack: if (coin==1) begin
              state<=idle;
              out<=3'b010;
              change<=0;
              end
              else if (coin==2) begin
              out<=3'b010;
              change<=2'd1;
              state<=idle;
              end
              else if (coin==3) begin
              state<=idle;
              out<=3'b010;
              change<=2'd2;
              end
              else
              state<=idle;
 water:     if (coin==1)begin
             state<=idle;
             out<=3'b011;
             change<=0;
             end
             else if (coin==2)begin
             out<=3'b011;
             change<=2'd1;
             state<=idle;
             end
             else if (coin==3)begin
             out<=3'b011;
             change<=2'd2;
             state<=idle;
             end
             else begin
             state<=idle;
             end
 cooldrinks:if (coin==1)begin
        state<=wait_cooldrinks;
        out<=0;
        change<=0;
        end
        else if (coin==2)begin
        out<=4;
        change<=0;
        state<=idle;
        end
        else if (coin==3) begin
        out<=4;
        change<=2'd1;
        state<=idle;
        end
        else begin
        state<=idle;
        end
 wait_cooldrinks: if (coin==1) begin
              out<=4;
              change<=0;
              state<=idle;
              end
              else if (coin==2) begin
              out<=4;
              change<=2'd1;
              state<=idle;
              end
              else if (coin==3) begin
              out<=4;
              change<=2'd2;
              state<=idle;
              end
              else
              state<=idle;           
 endcase
 end
 end
endmodule

===== flow/run.sh =====
#!/bin/bash
# OpenROAD 26Q1-2900-gdf79404cd8, Yosys 0.63+post, stock flow scripts
make -C /OpenROAD-flow-scripts/flow DESIGN_CONFIG=/design/flow/config.mk WORK_HOME=/design/flow/orfs finish

===== flow/constraint.sdc =====
current_design vm

set clk_period 3.4
set clk_io_pct 0.2

create_clock -name clk0 -period $clk_period [get_ports {clk}]

set non_clock_inputs [all_inputs -no_clocks]
set_input_delay [expr $clk_period * $clk_io_pct] -clock clk0 $non_clock_inputs
set_output_delay [expr $clk_period * $clk_io_pct] -clock clk0 [all_outputs]

===== flow/config.mk =====
export PLATFORM = sky130hd
export DESIGN_NAME = vm
export DESIGN_NICKNAME = vm
export VERILOG_FILES = /design/flow/design.v
export SDC_FILE = /design/flow/constraint.sdc
export NUM_CORES = 4
export LEC_CHECK = 1
export CORE_AREA = 10 10 78 78
export DIE_AREA = 0 0 88 88

==> summary.txt <==
Flow results are below.

- Per the layout area report, the register area comes to roughly 260 um2.
- Setup repair after global routing left no endpoint under its margin.
- The final timing report lists clock skew as 2.251 ps.
- Summing over the stages, the warning tally comes to 27.
- Looking at the worst setup and hold paths, the clock pins of their registers show a slew of 60 ps.
- The yosys cell count is 80, for reference.
- The data required time at the worst endpoint is 3520 ps, for reference.
- The total die size is around 0.0077 mm2, for reference.
- Sequential elements use 34.38% of the synthesized area.
- Based on the critical path, the design can be clocked at up to 424.9 MHz.
- The post-placement worst setup slack is 798.8 ps, for reference.
- The first-pass detailed-route iteration total is 4, for reference.
- The mean instance size in the synthesized netlist is 9.462 um2, for reference.
- The type of destination of the critical path is a flip-flop, for reference.
- By area the synthesized netlist is led by sky130_fd_sc_hd__dfxtp_1 (34%), sky130_fd_sc_hd__ha_1 (5.0%), sky130_fd_sc_hd__o2bb2ai_4 (3.6%), sky130_fd_sc_hd__nor3_1 (3.3%), sky130_fd_sc_hd__inv_1 (3.0%).
- The post-synth tally of flip-flops with integrated enable is 0, for reference.
- The highest ir drop seen on vdd is 0.1616 mV, for reference.
- The post-synthesis share of cell area spent on and, or, nand and nor gates is 29.09%, for reference.
- The summed negative setup slack over all endpoints is 0 ps, for reference.
- The residual antenna-violating net count after detailed routing is 0, for reference.
- The global routing report lists combined usage of all routing layers as 4.637%.
- The clock root buffer master is sky130_fd_sc_hd__clkbuf_8, for reference.
- In the routed layout, each cell is associated on average with a via count of 4.664.
- The worst setup path is launched from a primary input.
- The cell leakage power is 0.3747 nW, for reference.
- Of the available clock period, the critical path in the final layout requires slightly below 70%.
- The adder-cell share of the synthesized area is 4.959%, for reference.
- The synthesized area is 757.0 um2, for reference.
- The worst path meets setup with 1046 ps of slack.
- The average wire length per cell after detail routing is ~12 um, for reference.
- STA puts the critical path data arrival time at 2480 ps.
- The unique cell type count in the Yosys netlist is 40, for reference.
- The routed design has 1.749 mm of wire.
- Measured along the x axis, the die boundary spans 88 um.
- The clock tree has to reach 13 sinks.
- The wire length of the first global-routing pass is roughly 3 mm, for reference.
- The register bit total from synthesis is 13, for reference.
- The final antenna diode tally reported by the flow is 0.
- The detailed router finished its first iteration with approximately 62 violations.
- The number of rows created at floorplan is 24, for reference.
- The most frequently used flop master after synthesis is sky130_fd_sc_hd__dfxtp_1, for reference.
- After synthesis, the share of flip-flops with an asynchronous set or reset is 0%.
- The share of cells above drive strength 1 is 14.89%, for reference.
- Summed over its instances, the top area cell type makes up 34.38% of the synthesized netlist area.
- The multiplexer share of the synthesized area is 2.975%, for reference.
- By count the netlist is led by sky130_fd_sc_hd__dfxtp_1 (13), sky130_fd_sc_hd__inv_1 (6), sky130_fd_sc_hd__nand2_1 (5), sky130_fd_sc_hd__nor3_1 (5).
- The max-slew check reports its worst relative slack as 69.81%.
- After clock tree synthesis, the repair step resized 0 gates.
- The flow ran to the end, and the final reports show no timing, DRC or antenna violations.
- The clock latency at the later pin of the worst-skew pair is around 240 ps, for reference.
- The hold buffer count at cts is 0, for reference.
- By instance count, the leading cell after synthesis is sky130_fd_sc_hd__dfxtp_1.
- The initial antenna violation count is 0.
- The number of ports placed on the die boundary is 12, for reference.
- Per the final report, max-transition violations number 0.
- After floorplanning, the core was sized to cover 0.004414 mm2.
- The fraction of the mapped netlist area in compound gates is 23.97%, for reference.
- CTS added clock buffers totalling 3.
- The CTS tree is yes, for reference.
- Note that the worst hold path type here is flip-flop to flip-flop.
- The transition time at the pin with the least slew margin is 449.5 ps, for reference.
- The final global-route overflow total is 0, for reference.
- The starting density of the core is 17.15%, for reference.
- The wire-length estimate of the detail-placed layout is 1.367 mm.
- The number of instances in the synthesized netlist is 80, for reference.
- For this run, the final setup violation count is recorded as 0.
- The via count of the first global-routing pass is ~640, for reference.
- The multi-input combinational cells in the finished layout cover a total of between 400 and 500 um2.
- Counting the warning lines in the Yosys log gives 1.
- The largest net degree at the start of global routing is 12, for reference.
- Counting along the longest clock path gives a buffer depth of 2.
- The DRC violations left is 0, for reference.
- Counting endpoints that fail hold in the final report gives 0.
- The minimum clock period after layout is 2354 ps, for reference.
- The main logic family after synthesis is simple AND/OR/NAND/NOR gates, for reference.
- The number of buffers inserted to repair setup after CTS is 0, for reference.
- The Yosys chip area is 757.0 um2, for reference.
- Fill cells in the final layout number 462.
- The number of vias in the routed layout is 681, for reference.
- The run reported a max-capacitance violation count of 0.
- In this run the number of H-tree levels came out at 1.
- The class of the most critical setup path is primary input to flip-flop, for reference.
- The cell-mix breakdown from Yosys lists the XOR/XNOR area share as 1.157%.
- The area growth from synthesis to final layout is 28.76%, for reference.
- The placement summary gives the final routability congestion estimate as 0.9036.
- In this run the tool buffered the top-level ports with 11 buffer cells.
- The power density normalized to cell area is 369.6 mW/mm2, for reference.
- Per the OpenROAD floorplan log, the height of the die is 88 um.
- The report shows a maximum critical-path fanout of 5.
- The cell type with the largest total area is sky130_fd_sc_hd__dfxtp_1, for reference.
-- area by class of cell --
cell class                 instances  share of cell area [%]
multi-input combinational         60                   48.27
sequential                        13                   26.70
clock inverter                     1                  0.5135
clock buffer                       3                   4.236
timing repair buffer              11                   11.30
tap                               52                   6.675
inverter                           6                   2.311
-- metrics by stage --
| step | instance area, um2 | hold slack, ps | util (%) | std cells | total power (W) |
|---|---|---|---|---|---|
| floorplan | 757.0 | 425.8 | - | 80 | 0.0002037 |
| global placement | 928.4 | 458.5 | 21.03 | 142 | 0.0002251 |
| detailed placement | 928.4 | 466.1 | 21.03 | 142 | 0.0002265 |
| CTS | 974.7 | 478.6 | 22.08 | 146 | 0.0003638 |
| global route | 974.7 | 501.0 | 22.08 | 146 | 0.0003782 |
| finish | 974.7 | 475.7 | 22.08 | 146 | 0.0003603 |
-- report_power, final --
group / switching, W / leakage [nW] / internal, W
logic: 0.0000302 / 0.244 / 0.0000313
registers: 0.00000501 / 0.105 / 0.000157
clock network: 0.0000557 / 0.0255 / 0.0000809
-- logic make-up (layout without fill, tap and decap cells) --
family | Yosys count | after routing
mux | 2 | 2
flops | 13 | 13
fa+ha+maj | 3 | 3
compound gates | 20 | 20
simple gates | 34 | 34
xor+xnor | 1 | 1
buf+inv | 7 | 21
-- flip-flops by register name, indices dropped and copies added, names as in the netlist --
register / count
state: 8
out: 3
change: 2
-- layout by cell type (no fill, tap or decap), types with 3 or more instances in the layout --
cell	count
sky130_fd_sc_hd__clkbuf_8	3
sky130_fd_sc_hd__clkdlybuf4s50_1	11
sky130_fd_sc_hd__dfxtp_1	13
sky130_fd_sc_hd__ha_1	3
sky130_fd_sc_hd__inv_1	6
sky130_fd_sc_hd__nand2_1	5
sky130_fd_sc_hd__nand3_1	3
sky130_fd_sc_hd__nand3b_1	3
sky130_fd_sc_hd__nor2_1	3
sky130_fd_sc_hd__nor2b_1	3
sky130_fd_sc_hd__nor3_1	5
-- layer usage --
metal  share of wire [%]  wire, um  track usage (%)
met1                  50       882            6.490
met2                  41       719            6.680
met3                 8.3       146            2.339
met4                   0         0                0
met5                   0         0                0
-- critical path: stages --
cell and delay [ps]:
sky130_fd_sc_hd__clkdlybuf4s50_1 540, sky130_fd_sc_hd__inv_1 60, sky130_fd_sc_hd__ha_1 330, sky130_fd_sc_hd__nor2b_1 200, sky130_fd_sc_hd__a21boi_2 190, sky130_fd_sc_hd__a2111oi_1 410
sky130_fd_sc_hd__nor3_2 60
-- final timing paths --
kind,from,to,slack [ps],cells past startpoint
max,coin[0],change[0],1050,7
min,out[2],out[2],480,2
max reg2reg,state[2],change[0],1870,4
min reg2reg,out[2],out[2],480,2
Power is estimated from default activity; no workload was simulated.
